==> /design/flow/design.v <==
module decode_regs(
    input               clk,
    input               rst_n,
    input               dec_reset,
    input       [3:0]   fetch_valid,
    input       [63:0]  fetch,
    input       [3:0]   prefix_count,
    input       [3:0]   consume_count,
    output      [3:0]   dec_acceptable,
    output reg  [95:0]  decoder,
    output reg  [3:0]   decoder_count
);
wire [3:0] after_consume_count;
wire [4:0] total_count;
wire [3:0] acceptable_1;
wire [3:0] acceptable_2;
wire [3:0] accepted;
wire [95:0] after_consume;
wire [95:0] decoder_next;
assign after_consume_count = decoder_count - consume_count;
assign total_count         = prefix_count + decoder_count;
assign acceptable_1     = 4'd12 - decoder_count + consume_count;
assign acceptable_2     = (total_count < 5'd15)? 4'd15 - total_count[3:0] : 4'd0;
assign dec_acceptable   = (dec_reset)?                      4'd0 :
                          (acceptable_1 < acceptable_2)?    acceptable_1 : acceptable_2;
assign accepted         = (dec_acceptable > fetch_valid)? fetch_valid : dec_acceptable;
assign after_consume = 
    (consume_count == 4'd0)?            decoder :
    (consume_count == 4'd1)?  { 8'd0,   decoder[95:8] } :
    (consume_count == 4'd2)?  { 16'd0,  decoder[95:16] } :
    (consume_count == 4'd3)?  { 24'd0,  decoder[95:24] } :
    (consume_count == 4'd4)?  { 32'd0,  decoder[95:32] } :
    (consume_count == 4'd5)?  { 40'd0,  decoder[95:40] } :
    (consume_count == 4'd6)?  { 48'd0,  decoder[95:48] } :
    (consume_count == 4'd7)?  { 56'd0,  decoder[95:56] } :
    (consume_count == 4'd8)?  { 64'd0,  decoder[95:64] } :
    (consume_count == 4'd9)?  { 72'd0,  decoder[95:72] } :
    (consume_count == 4'd10)? { 80'd0,  decoder[95:80] } :
                              { 88'd0,  decoder[95:88] };
assign decoder_next =
    (after_consume_count == 4'd0)?   { 32'd0,fetch } :
    (after_consume_count == 4'd1)?   { 24'd0,fetch,       after_consume[7:0] } :
    (after_consume_count == 4'd2)?   { 16'd0,fetch,       after_consume[15:0] } :
    (after_consume_count == 4'd3)?   { 8'd0, fetch,       after_consume[23:0] } :
    (after_consume_count == 4'd4)?   {       fetch,       after_consume[31:0] } :
    (after_consume_count == 4'd5)?   {       fetch[55:0], after_consume[39:0] } :
    (after_consume_count == 4'd6)?   {       fetch[47:0], after_consume[47:0] } :
    (after_consume_count == 4'd7)?   {       fetch[39:0], after_consume[55:0] } :
    (after_consume_count == 4'd8)?   {       fetch[31:0], after_consume[63:0] } :
    (after_consume_count == 4'd9)?   {       fetch[23:0], after_consume[71:0] } :
    (after_consume_count == 4'd10)?  {       fetch[15:0], after_consume[79:0] } :
    (after_consume_count == 4'd11)?  {       fetch[7:0],  after_consume[87:0] } :
                                                          after_consume;
always @(posedge clk or negedge rst_n) begin
    if(rst_n == 1'b0)   decoder <= 96'd0;
    else                decoder <= decoder_next;
end
always @(posedge clk or negedge rst_n) begin
    if(rst_n == 1'b0)   decoder_count <= 4'd0;
    else if(dec_reset)  decoder_count <= 4'd0;
    else                decoder_count <= after_consume_count + accepted;
end
endmodule
==> /design/flow/run.sh <==
#!/bin/bash
# OpenROAD 26Q1-2900-gdf79404cd8, Yosys 0.63+post, stock flow scripts
make -C /OpenROAD-flow-scripts/flow DESIGN_CONFIG=/design/flow/config.mk WORK_HOME=/design/flow/orfs finish
==> /design/flow/config.mk <==
export PLATFORM = sky130hd
export DESIGN_NAME = decode_regs
export DESIGN_NICKNAME = decode_regs
export VERILOG_FILES = /design/flow/design.v
export SDC_FILE = /design/flow/constraint.sdc
export NUM_CORES = 4
export LEC_CHECK = 1
export CORE_UTILIZATION = 30
==> /design/flow/constraint.sdc <==
current_design decode_regs

set clk_period 6.6
set clk_io_pct 0.2

create_clock -name clk0 -period $clk_period [get_ports {clk}]

set non_clock_inputs [all_inputs -no_clocks]
set_input_delay [expr $clk_period * $clk_io_pct] -clock clk0 $non_clock_inputs
set_output_delay [expr $clk_period * $clk_io_pct] -clock clk0 [all_outputs]
==> Changelog: implementation <==
### Metrics

* Outcome: completed
* Crit path max-delay family: simple AND/OR/NAND/NOR gates
* Floorplan Utilization at 0.305
* Detailed Place HPWL at approximately 62000 µm
* PwrDens at between 500 and 600 nW/µm²
* Placed cells at approximately 2500
* CTS clk-pin slew, worst paths at about 90 ps
* Mapped Avg Cell Area at ~7.1 µm²
* Lkg Pwr at ~6.1 nW
* Final Hold Slack at between 500 and 600 ps
* CTS buffer count at 9
* Worst min-delay path class: register to register
* Die H at around 210 µm
* Die width at 212 µm
* TritonCTS clock tree: yes
* DR vias at about 18000
* Post-synth EDFFs at 0
* Final Skew at roughly 14 ps
* Vias in the first global route at around 17000
* All-Layer GR Usage at 0.402
* Maxcap violations at 0
* CTS sink cnt at 100
* Final Hold Viols at 0
* Distinct cells, synth at 90
* Final Setup Violations at 0
* Drt drc at 0
* Tool Warnings at 33
* Global-route wire length before repair at around 130000 µm
* Largest net degree at the start of global routing at 120
* I/O pin count at ~180
* Post-Synthesis Cells at between 1500 and 2000
* Final ANT Viol Nets at 0
* Initial antenna violation count at 3
* Rel. slew slack at 0.287
* Final WL at approximately 90000 µm
* Late-Pin Clk Latency at around 380 ps
* Placeable Area at ~43000 µm²
* Root Buffer: clkbuf_16
* Slowest CP cell: or4_4
* Htree depth at 3
* Port Buf Inserts at ~180
* 1st-iter DRT viols at ~3000
* Max VDD drop at just under 0.0004 V
* Max Fclk at around 160 MHz
* Die footprint at about 45000 µm²
* # rows at 76
* Mapped Area at between 10000 and 15000 µm²
* CP Launch Type: input port
* Share of post-route cells with drive strength above 1 at 0.127
* Worst-path fanout max at 4
* Ys flop type: dfrtp_1
* Worst setup EP type: register
* Area reported by Yosys stat at ~13000 µm²
* Final cell count without fillers at roughly 2500
* Vias per inst at 7.19
* DR pass1 iterations at 9
* RePlAce Congestion at around 1.0
* # Cells Yosys at around 1900
* Total global routing overflow at 0
* Minimum clock period after layout at ~6400 ps
* Worst path arrival time at around 6600 ps
* DR WL/cell at between 30 and 40 µm
* Async SR Flop Fraction at 1.00
* Area delta synth->final at 25.2%
* Filler Cell Count at 4414
* Critical path's largest stage delay at 530 ps
* Slew @ Worst Pin at between 1000 and 1500 ps
* Post-synth seq share at 0.190
* Slew Limit Fails at 0
* Clock buffer depth at 2
* Setup CP Type: input port to register
* Synth Warn # at 1
* #FFs+latches synth at about 100
* Period utilisation layout at 0.965
* CP Buf/Inv Count at 1
* WP data required at just under 7000 ps
## logic make-up (layout without fill, tap and decap cells)
family          after synthesis  after routing  synth area share
simple gates                490            490             0.176
compound gates              897            897             0.462
buf+inv                     278            369            0.0823
other cells                   0              1                 0
xor+xnor                     10             10           0.00777
fa+ha+maj                    25             25            0.0260
flops                       100            100             0.190
mux                          70             70            0.0556
## path summary, 6_finish.rpt
path                             startpoint                to  slack (ps)  depth (start not counted)
min in group asynchronous             rst_n       decoder[32]         840                          1
max in group asynchronous             rst_n       decoder[63]        4110                          3
hold / removal                   decoder[3]        decoder[3]         570                          2
setup reg to reg           decoder_count[1]  decoder_count[3]         910                         25
setup / recovery            prefix_count[2]  decoder_count[3]         230                         25
hold reg to reg                  decoder[3]        decoder[3]         570                          2
## worst reg2reg max path, delay by kind of cell, from the launching register on
| family | cells | cell delay, ps |
|---|---|---|
| flip-flops | 1 | 520 |
| adder cells (fa/ha/maj) | 6 | 1630 |
| multiplexers | 2 | 650 |
| AND-OR/OR-AND | 9 | 1210 |
| AND/OR/NAND/NOR | 5 | 1330 |
| XOR/XNOR | 1 | 150 |
| buffers and inverters | 2 | 80 |
## per-stage QoR
step	instance area, µm²	setup TNS [ps]	total power, mW	utilization	setup slack (ps)
after floorplan	13500	-16.4	5.01	-	-16.4
after global routing	16500	-7.30	9.54	0.382	-7.30
after global placement	16100	-345	8.15	0.372	-345
after CTS	16400	0	8.76	0.380	9.08
final	16500	0	9.20	0.382	228
after detailed placement	16100	-388	8.10	0.372	-388
## metal layers
layer  wire (µm)  track usage  vias up  part of all wire
met5          27      0.00667        -           0.00030
met4        6100        0.208        4             0.068
met3       13400        0.171      418              0.15
met2       35800        0.550     1716              0.40
met1       34200        0.537     8752              0.38
li1            -            -     7434                 -
## final cells by class
class | instances | area, µm² | share of cell area
repair buffers | 316 | 2850 | 0.172
clock buffers | 9 | 225 | 0.0136
well taps | 585 | 732 | 0.0443
inverters | 37 | 159 | 0.00962
multi-input cells | 1492 | 9960 | 0.603
clock inverters | 7 | 85.1 | 0.00515
diodes | 1 | 2.50 | 0.000152
flip-flops and latches | 100 | 2500 | 0.152
## placed cells by master (no fill, tap or decap), types with 42 or more instances in the layout
cell type        count
a22oi_1            101
a21oi_1            193
clkdlybuf4s50_1    175
dfrtp_1            100
mux2i_1             46
a221oi_1            68
o22ai_1             66
buf_4              132
nand3_1             50
o21ai_0            114
nor2_1             163
nand2_1            155
o211ai_1            42
## synthesized netlist by cell type, types with 38 or more instances
library cell  number  area (µm²)
clkbuf_1         174         653
a221oi_1          68         596
mux2i_1           46         460
o22ai_1           66         413
o21ai_0          115         576
a22oi_1          101         758
a21oi_1          199         996
dfrtp_1          100        2500
a31oi_1           38         238
nor2_1           166         623
o211ai_1          42         315
nand2_1          155         582
nand3_1           50         250
## sequential cells by signal, summed over array words and instances (netlist names)
name,flops
decoder,96
decoder_count,4
## repair_timing
action / 4_1_cts / 5_1_grt
endpoints found under the setup margin: 1 / 1
hold buffers: 0 / 0
pin swaps: 3 / 15
setup buffers: 1 / 0
gates resized: 1 / 13
## power breakdown
group | internal (mW) | switching [mW]
logic | 2.80 | 4.10
clock network | 0.302 | 0.309
registers | 0.907 | 0.786
total | 4.01 | 5.19
Power figures rest on the tool's default switching activity, not on a simulated workload.
